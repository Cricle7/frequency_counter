**/design/flow/run.sh**
```bash
#!/bin/bash
# OpenROAD 26Q1-2900-gdf79404cd8, Yosys 0.63+post, stock flow scripts
make -C /OpenROAD-flow-scripts/flow DESIGN_CONFIG=/design/flow/config.mk WORK_HOME=/design/flow/orfs finish
```
**/design/flow/config.mk**
```make
export PLATFORM = sky130hd
export DESIGN_NAME = Pipelined_Optimized_Divider_5000
export DESIGN_NICKNAME = Pipelined_Optimized_Divider_5000
export VERILOG_FILES = /design/flow/design.v
export SDC_FILE = /design/flow/constraint.sdc
export NUM_CORES = 4
export LEC_CHECK = 1
export CORE_UTILIZATION = 50
```
**/design/flow/constraint.sdc**
```tcl
current_design Pipelined_Optimized_Divider_5000

set clk_period 10.6
set clk_io_pct 0.2

create_clock -name clk0 -period $clk_period [get_ports {clk}]

set non_clock_inputs [all_inputs -no_clocks]
set_input_delay [expr $clk_period * $clk_io_pct] -clock clk0 $non_clock_inputs
set_output_delay [expr $clk_period * $clk_io_pct] -clock clk0 [all_outputs]
```
**/design/flow/design.v**
```verilog
module Pipelined_Optimized_Divider_5000 (
    input               clk,
    input               rst_n,
    input       [31:0]  numerator,       
    output  reg [31:0]  quotient         
);
    localparam RECIPROCAL = 32'd858993;  
    reg [31:0] numerator_reg;
    reg [31:0] reciprocal_reg;
    reg [63:0] product_reg;
    reg        is_zero_reg;
    wire is_zero;
    assign is_zero = (numerator == 32'd0);
    always @(posedge clk or negedge rst_n) begin
        if (!rst_n) begin
            numerator_reg  <= 32'd0;
            reciprocal_reg <= 32'd0;
            product_reg    <= 64'd0;
            is_zero_reg    <= 1'b0;
            quotient       <= 32'd0;
        end else begin
            numerator_reg  <= numerator;
            reciprocal_reg <= RECIPROCAL;
            is_zero_reg    <= is_zero;
            product_reg <= numerator_reg * reciprocal_reg;
            if (is_zero_reg)
                quotient <= 32'd0;
            else
                quotient <= product_reg[63:32];  
        end
    end
endmodule
```
==> CHANGELOG.md <==
### Changed

- Post-synthesis sequential area ratio: 0.1318
- Crit end category: register
- Final Max Tran Viols: 0
- Clock Tree Root: clkbuf_16
- Vias per cell: roughly 5.0
- Final setup vio count: 0
- Die X: between 150 and 200 µm
- Clock Latency Late Sink: roughly 340 ps
- Clock Skew: approximately 10 ps
- Fmax: around 0.15 GHz
- Top_reg_cell synth: dfrtp_1
- Fin. Hold Viols: 0
- Final Critical Period: approximately 6900 ps
- Initial antenna violation count: 0
- Synthesized registers: roughly 74
- Hold-fix buffers, CTS: 0
- Post-synth top area cell: fa_1
- Hold_sp: product_reg[34]
- Worst hold path endpoint: quotient[2]
- Cell Type Count: 67
- Finished Layout Cells: 1,880
- Largest register FFs: 32
- Pre-antenna DRT Iters: 5
- DR iter-0 viols: about 350
- Max-Cap Viols: 0
- Total gr overflow: 0
- Placed Cells: between 1,500 and 2,000
- Hpwl dp: roughly 29,000 µm
- Clk sinks: approximately 74
- Filler Cell Count: 2,523
- Cell count of the worst reg-to-reg path: 22
- FFs w/ async S/R, synth: 1.000
- Startpoint types: register
- Largest net degree at the start of global routing: ~55
- Synth-to-Final Area Change: 8.316%
- H-tree levels: 3
- Synthesized area: 14,050 µm²
- Post-synth EDFFs: 0
- Routed Antenna Nets: 0
- TNS Setup: 0 ps
- RR Startpoint: reciprocal_reg[0]
- Worst Max-Slew Pin Slew: roughly 670 ps
- Die Ht: between 150 and 200 µm
- CORE AREA: 27,710 µm²
- YS warnings: 1
- Ratio of cells with drive above 1 in the final layout: 0.03196
- Number of setup buffers added after CTS: 0
- Worst R2R Setup Slack: 3720 ps
- Worst-path maximum fanout: 54
- Hold path depth: 1
- Setup Crit Path Kind: reg -> reg
- Vias in the first global route: 10,240
- WL per Instance: 17.22 µm
- Syn Inst Count: roughly 1,500
- Inserted Clock Buffers: 9
- CP arrival: 7100 ps
- Yosys chip area: around 14,000 µm²
- Dominant cell area share: 0.3333
- Mean post-synth cell area: roughly 9.7 µm²
- Cell count in the Yosys report: ~1,500
- Post-synth area hogs: fa_1 (33%), ha_1 (21%), dfrtp_1 (13%), inv_1 (11%), a21oi_1 (2.0%)
- Worst hold path type: reg -> reg
- Drc violations: 0
- Crit path required time: between 10,000 and 15,000 ps
- Gr usage total: 0.2600
- Slew Limit Headroom: 0.5513
- Clock Pin Slew Worst Setup and Hold Paths: ~70 ps
- Post-Route WL: 32,370 µm
- GPL Wtd Cong: 1.019
- Row Count: ~61
- Final period util: 0.6495
- First-pass GRT wire length: about 53,000 µm
- Unrepaired setup endpoints after global routing: no
- Log Warnings: 26
- Starting Density: 0.5072
- Via count: between 9,000 and 10,000
- Top-level port count: around 66
- Die ar.: ~29,000 µm²
- Number of antenna diodes: 0
- R2r endpoint: product_reg[50]
- CTS tree: done
- Clock tree buffer depth: 2
- PostCTS Resize Cnt: 0
- Status: completed
- Port Buffers: between 50 and 60
==> worst max-delay path: stages (launching register included) <==
cell,delay (ps)
dfrtp_1,320
buf_4,440
nand2_1,210
inv_1,240
ha_1,340
fa_1,560
inv_1,60
fa_1,500
inv_1,50
fa_1,540
fa_1,420
fa_1,480
inv_1,60
fa_1,580
inv_1,60
ha_1,320
a21oi_1,270
o21ai_0,140
o21ai_0,260
a21oi_2,140
o31ai_2,430
o211ai_2,140
xor2_1,180
==> logic make-up after synthesis <==
family | Yosys count | share of synthesized area
AND-OR/OR-AND | 160 | 0.07425
XOR/XNOR | 40 | 0.02493
adder cells (fa/ha/maj) | 472 | 0.5452
buffers and inverters | 455 | 0.1261
flip-flops | 74 | 0.1318
multiplexers | 1 | 0.0007123
other | 2 | 0.0005344
AND/OR/NAND/NOR | 251 | 0.09651
==> metal layers <==
metal | global-route usage | vias to the layer above | part of all wire
li1 | - | 4548 | -
met1 | 0.3545 | 4596 | 0.40
met2 | 0.4271 | 212 | 0.50
met3 | 0.08644 | 25 | 0.073
met4 | 0.03564 | 4 | 0.018
met5 | 0.03130 | - | 0.0036
==> worst max-delay path by stage <==
stage / slack (ps) / startpoint / to / cells after the start
after CTS: 3740 / reciprocal_reg[0] / product_reg[50] / 22
after global routing: 3450 / reciprocal_reg[0] / product_reg[49] / 22
final: 3720 / reciprocal_reg[0] / product_reg[50] / 22
==> stage by stage <==
stage	instance area, µm²	worst slack [ps]	hold WS [ps]	util
detailed placement	14920	3747	449.4	0.5384
global placement	14920	3811	446.4	0.5384
global route	15220	3449	481.0	0.5494
floorplan	14090	4348	438.5	-
finish	15220	3716	461.2	0.5494
CTS	15220	3739	469.2	0.5494
==> cells in the mapped netlist (all sizes together) (8+ instances only) <==
master    n
nand4    12
nand2    74
clkbuf   16
and3     11
nor2     34
o21a      9
xnor2    27
inv     420
o21bai    9
nand3    13
xor2     13
or2       8
nor3     11
ha      238
nor4     10
buf      19
and2     26
dfrtp    74
nor2b    37
a21o     11
fa      234
a21oi    62
a31oi     8
o21ai    30
==> cell type report <==
cell class | count | area (µm²) | share of cell area
Clock inverter | 7 | 81.33 | 0.005343
Inverter | 420 | 1577 | 0.1036
Tap cell | 378 | 473.0 | 0.03107
Sequential cell | 74 | 1852 | 0.1217
Clock buffer | 9 | 225.2 | 0.01480
Multi-Input combinational cell | 937 | 10470 | 0.6879
Timing Repair Buffer | 55 | 543.0 | 0.03567
==> cells in the final DEF (no fill, tap or decap), types with 4 or more instances in the layout <==
master	n
a21o_1	11
a21oi_1	56
a21oi_2	6
a31oi_1	7
and2_1	23
and3_1	10
clkbuf_16	9
clkdlybuf4s50_1	52
conb_1	13
dfrtp_1	74
fa_1	234
ha_1	238
inv_1	420
inv_6	4
nand2_1	73
nand2b_1	7
nand3_1	13
nand4_1	11
nor2_1	34
nor2b_1	37
nor3_1	9
nor4_1	10
o211ai_1	5
o21a_1	9
o21ai_0	23
o21ai_1	6
o21bai_1	9
or2_2	6
xnor2_1	27
xor2_1	13
