$ cat /design/flow/run.sh
#!/bin/bash
# OpenROAD 26Q1-2900-gdf79404cd8, Yosys 0.63+post, stock flow scripts
make -C /OpenROAD-flow-scripts/flow DESIGN_CONFIG=/design/flow/config.mk WORK_HOME=/design/flow/orfs finish
$ cat /design/flow/config.mk
export PLATFORM = sky130hd
export DESIGN_NAME = Input_Capture_Module
export DESIGN_NICKNAME = Input_Capture_Module
export VERILOG_FILES = /design/flow/design.v
export SDC_FILE = /design/flow/constraint.sdc
export NUM_CORES = 4
export LEC_CHECK = 1
export CORE_UTILIZATION = 50
$ cat /design/flow/constraint.sdc
current_design Input_Capture_Module

set clk_period 10.3
set clk_io_pct 0.2

create_clock -name clk0 -period $clk_period [get_ports {clk}]

set non_clock_inputs [all_inputs -no_clocks]
set_input_delay [expr $clk_period * $clk_io_pct] -clock clk0 $non_clock_inputs
set_output_delay [expr $clk_period * $clk_io_pct] -clock clk0 [all_outputs]
$ cat /design/flow/design.v
module Input_Capture_Module (
    input wire clk,                   
    input wire rst,                   
    input wire signal_in,             
    output reg [31:0] high_time,      
    output reg [31:0] low_time,       
    output wire [31:0] period_time,       
    output reg measurement_done       
);
    parameter CLOCK_FREQ = 50000000;   
    reg [1:0] signal_sync;
    always @(posedge clk or posedge rst) begin
        if (rst) begin
            signal_sync <= 2'b00;
        end
        else begin
            signal_sync <= {signal_sync[0], signal_in};
        end
    end
    wire signal_in_sync = signal_sync[1];
    wire falling_edge = (signal_sync[1] & ~signal_sync[0]);
    wire rising_edge = (~signal_sync[1] & signal_sync[0]);
    reg [2:0] IDLE = 3'd0;
    reg [2:0] WAIT_RISE = 3'd1;
    reg [2:0] COUNT_PERIOD = 3'd2;
    reg [2:0] MEASURE_HIGH = 3'd3;
    reg [2:0] MEASURE_LOW = 3'd4;
    reg [2:0] current_state, next_state;
    reg [31:0] counter;                
    reg [31:0] period_count;           
    reg [31:0] high_count;             
    reg [31:0] low_count;              
    assign period_time = period_count;
    always @(posedge clk or posedge rst) begin
        if (rst) begin
            current_state <= IDLE;
        end
        else begin
            current_state <= next_state;
        end
    end
    always @(*) begin
        case (current_state)
            IDLE: begin
                if (rising_edge) begin
                    next_state = MEASURE_HIGH;
                end
                else begin
                    next_state = IDLE;
                end
            end
            MEASURE_HIGH: begin
                if (falling_edge) begin
                    next_state = MEASURE_LOW;
                end
                else begin
                    next_state = MEASURE_HIGH;
                end
            end
            MEASURE_LOW: begin
                if (rising_edge) begin
                    next_state = MEASURE_HIGH;
                end
                else begin
                    next_state = MEASURE_LOW;
                end
            end
            default: next_state = IDLE;
        endcase
    end
    always @(posedge clk or posedge rst) begin
        if (rst) begin
            counter <= 0;
            period_count <= 0;
            high_count <= 0;
            low_count <= 0;
            high_time <= 0;
            low_time <= 0;
            measurement_done <= 0;
        end
        else begin
            measurement_done <= 0;  
            case (current_state)
                IDLE: begin
                    counter <= 0;
                    high_count <= 0;
                    low_count <= 0;
                end
                MEASURE_HIGH: begin
                    high_count <= 0;
                    low_count <= 0;
                end
                MEASURE_LOW: begin
                    low_count <= 0;
                end
                COUNT_PERIOD: begin
                    counter <= counter + 1;
                end
                default: ;
            endcase
            if (current_state == MEASURE_HIGH) begin
                high_count <= high_count + 1;
                counter <= counter + 1;
                if (falling_edge) begin
                    high_time <= high_count;
                end
            end
            else if (current_state == MEASURE_LOW) begin
                low_count <= low_count + 1;
                counter <= counter + 1;
                if (rising_edge) begin
                    low_time <= low_count;
                    period_count <= counter;
                    measurement_done <= 1;
                    counter <= 0;
                end
            end
        end
    end
endmodule
==> GITHUB_STEP_SUMMARY <==
### Yosys + OpenROAD results

| Metric | Value |
|---|---|
| Cell area after layout | 10640 µm² |
| Crit start category | register |
| Horiz. Die Dim | 134.9 µm |
| CP startpoint | high_time[0]$_DFFE_PP0P_ |
| Clock latency on the worst-skew pair | 0.43 ns |
| CTS tree | yes |
| Post-CTS setup buffers | 0 |
| Reported leakage power | 4.959 nW |
| CP required | 8.24 ns |
| Met1 Use GR | 38.67% |
| Core Area | 17300 µm² |
| Mapped Area | 8837 µm² |
| First-pass GRT wire length | 30100 µm |
| OpenROAD warnings | 26 |
| Top cells by count | dfrtp_1 (197), mux2_2 (96), nand2_1 (69) |
| Die height | 134.9 µm |
| Post-CTS sizing | 0 |
| Htree depth | 4 |
| Met3 track demand over resource | 4.176% |
| Worst VDD drop | 0.1218 mV |
| Synth warnings | 1 |
| Final HPWL DP | 11460 µm |
| Reg-to-reg slack, setup | 7.75 ns |
| Tcrit/Tclk final | 32.38% |
| Critical path destination | high_time[0] |
| Worst Path Class, Setup | register to output pin |
| Port-buffer cells | 99 |
| Cell family with most CP delay | buffers and inverters |
| Hold depth | 0 |
| Drt drc | 0 |
| Peak Freq | 299.8 MHz |
| Crit. path cell count | 1 |
| Worst Skew | 0.007165 ns |
| Ys async rst share | 100.0% |
| RSZ-0062 raised after global routing | false |
| GR Util met2 | 29.78% |
| Placed cells | 1053 |
| Reg2Reg Depth | 7 |
| Logic area | 3675 µm² |
| FF-to-FF End | counter[17]$_DFFE_PP0P_ |
| Area reported by Yosys stat | 8837 µm² |
| Proportion of layout cells with a drive suffix above 1 | 19.53% |
| Detailed Route WL | 17840 µm |
| Fillcell total | 1341 |
| Synth Seq Share | 56.08% |
| DR iter-0 viols | 380 |
| Cell area leaders | dfrtp_1 (56%), mux2_2 (12%), nand2_1 (2.9%), mux2i_1 (2.6%), xor2_1 (2.3%) |
| Final Hold Violating Endpoints | 0 |
| Worst-margin pin slew | 0.8203 ns |
| Relative slew margins | 45.14% |
| Sink Count | 198 |
| CP max FO | 2 |
| Routed len/inst | 16.44 µm |
| PwrDens | 139.1 nW/µm² |
| Vias per std cell | 5.685 |
| Max-area cell share | 55.78% |
| Dominant Register Cell | dfrtp_1 |
| Remaining antenna violation count | 0 |
| CTS Buf Count | 17 |
| Initial antenna violation count | 0 |
| Registers, synthesis | 198 |
| Setup_tns | 0 ns |
| CP max stage delay | 0.47 ns |
| Max Slew Vio Count | 0 |
| Routed vias | 6168 |
| Critical R2R Launch | current_state[2]$_DFF_PP0_ |
| Cell count after synthesis | 753 |
| CTS Buffer Depth | 2 |
| Outcome | finished clean |
| Cell type with the largest total area | dfrtp_1 |
| Largest net degree at the start of global routing | 90 |
| Top Ports | 100 |
| Reg clk slew, reported paths | 0.07 ns |
| CP bufs+invs | 1 |
| Ys cells | 753 |
| Post-synthesis cell type with the largest instance count | dfrtp_1 |
| GRT overflow | 0 |
| Floorplan Utilization | 51.09% |
| Synthesized area per cell | 11.74 µm² |
| Hold_buf cts | 0 |
| Worst path slowest cell | clkdlybuf4s50_1 |
| Synthesis-to-layout area growth | 20.37% |
| FF+latch area | 4956 µm² |
| Gpl congestion | 0.8375 |
| CP cell instances | clkdlybuf4s50_1 |
| Post-Layout Cell Count | 1085 |
| Root buf cell | clkbuf_16 |
| Pwr Total | 1.480 mW |
| # diodes | 0 |
| FP Rows | 48 |
| 1st-pass router iterations | 5 |
| Final Setup Violations | 0 |
| Max capacitance violation total | 0 |
| Post-synth EDFFs | 0 |
| Overall track demand over capacity in global routing | 21.52% |
| Vias in the first global route | 5860 |
| Minimum clock period | 3.335 ns |
| Min-Delay Path Class | register to register |
| CP arrival | 1.28 ns |
| CP endpoint kind | output pin |
| Die area | 18210 µm² |
| Post-synth cell types | 59 |
| Placed Area | 10030 µm² |
| GR peak layer | met1 |
==> cells in the final DEF, fill, tap and decap left out, types with 11 or more instances in the layout <==
cell type        synthesis  layout
a21oi_1                 14      14
and3_1                  16      16
clkdlybuf4s50_1          0      99
nand2_1                 69      69
mux2_2                  96      96
dfrtp_1                197     197
nor2_1                  50      49
o21ai_0                 30      30
clkbuf_16                0      17
nand4_1                 32      32
o31ai_1                 11      11
buf_4                    5      11
xor2_1                  23      23
nand3_1                 35      35
mux2i_1                 23      23
==> flip-flops by register name (all words and copies together), names as in the netlist <==
signal	flops
measurement_done	1
counter	32
low_time	32
current_state	3
low_count	32
high_count	32
high_time	32
signal_sync	2
period_count	32
==> worst min-delay path by stage <==
| stage | start | to | slack (ns) |
|---|---|---|---|
| 6_report | signal_sync[0]$_DFF_PP0_ | signal_sync[1]$_DFF_PP0_ | 0.43 |
| 5_1_grt | signal_sync[0]$_DFF_PP0_ | signal_sync[1]$_DFF_PP0_ | 0.45 |
| 4_1_cts | signal_sync[0]$_DFF_PP0_ | signal_sync[1]$_DFF_PP0_ | 0.43 |
==> report_power, final <==
| group | leakage, nW | switching (mW) | internal (mW) | total [mW] |
|---|---|---|---|---|
| Clock | 0.295 | 0.292 | 0.392 | 0.685 |
| Combinational | 1.90 | 0.0152 | 0.00149 | 0.0167 |
| Sequential | 2.76 | 0.000483 | 0.778 | 0.778 |
==> per-layer routing <==
layer  part of all wire, %  wire length (µm)
met1                    50              8917
met2                    43              7737
met3                   5.5               987
met5                     0                 0
met4                   1.1               196
==> cells by family (layout without fill, tap and decap cells) <==
| group | count (synthesis) | after routing | synth area share (%) |
|---|---|---|---|
| compound gates | 101 | 101 | 7.419 |
| xor+xnor | 25 | 25 | 2.478 |
| fa+ha+maj | 3 | 3 | 0.4248 |
| buf+inv | 44 | 151 | 2.421 |
| flops | 198 | 198 | 56.08 |
| mux | 119 | 119 | 14.84 |
| simple gates | 263 | 263 | 16.34 |
==> cell type report <==
cell class                      count  area share [%]
Tap cell                          225           2.646
Clock buffer                       19           4.164
Timing Repair Buffer              110           10.09
Sequential cell                   198           46.59
Clock inverter                     13           1.576
Inverter                            9          0.3881
Multi-Input combinational cell    511           34.54
==> metrics by stage <==
| step | worst slack, ns | utilization, % | hold slack (ns) |
|---|---|---|---|
| CTS | 6.943 | 61.50 | 0.4323 |
| global route | 6.771 | 61.50 | 0.4508 |
| finish | 6.965 | 61.50 | 0.4320 |
| floorplan | 2.844 | - | 0.3962 |
| detailed placement | 6.492 | 57.97 | 0.4171 |
| global placement | 6.516 | 57.97 | 0.4148 |
Power is estimated from default activity; no workload was simulated.
