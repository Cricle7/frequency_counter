`/design/flow/config.mk`:
```
export PLATFORM = sky130hd
export DESIGN_NAME = Binary_to_BCD
export DESIGN_NICKNAME = Binary_to_BCD
export VERILOG_FILES = /design/flow/design.v
export SDC_FILE = /design/flow/constraint.sdc
export NUM_CORES = 4
export LEC_CHECK = 1
export CORE_UTILIZATION = 50
```
`/design/flow/constraint.sdc`:
```
current_design Binary_to_BCD

set clk_period 4.0
set clk_io_pct 0.2

create_clock -name clk0 -period $clk_period [get_ports {clk}]

set non_clock_inputs [all_inputs -no_clocks]
set_input_delay [expr $clk_period * $clk_io_pct] -clock clk0 $non_clock_inputs
set_output_delay [expr $clk_period * $clk_io_pct] -clock clk0 [all_outputs]
```
`/design/flow/design.v`:
```
module Binary_to_BCD (
    input               clk,
    input               rst_n,
    input               start,
    input       [31:0]  binary_in,
    output  reg [23:0]  bcd,
    output  reg         done
);
    reg [31:0]          binary_reg;
    reg [5:0]           i;
    reg                 processing;
    reg [3:0] units;
    reg [3:0] tens;
    reg [3:0] hundreds;
    reg [3:0] thousands;
    reg [3:0] ten_thousands;
    reg [3:0] hundred_thousands;
    always @(posedge clk) begin
        if (!rst_n) begin
            processing <= 1'b0;
        end else if (start && !processing) begin
            binary_reg          <= binary_in;
            done                <= 1'b0;
            processing          <= 1'b1;
            hundred_thousands   <= 0;
            ten_thousands       <= 0;
            thousands           <= 0;
            hundreds            <= 0;
            tens                <= 0;
            units               <= 0;
            i                   <= 23;
        end else if (processing) begin
            if (units >= 4'd5) 		units = units + 4'd3;
            if (tens >= 4'd5) 		tens = tens + 4'd3;
            if (hundreds >= 4'd5)	hundreds = hundreds + 4'd3;
            if(thousands >= 4'd5)       thousands = thousands + 4'd3;
            if(ten_thousands >= 4'd5)       ten_thousands = ten_thousands + 4'd3;
            if(hundred_thousands >= 4'd5)       hundred_thousands = hundred_thousands + 4'd3;
            hundred_thousands = {hundred_thousands[2:0],ten_thousands[3]};
            ten_thousands = {ten_thousands[2:0],thousands[3]};
            thousands = {thousands[2:0],hundreds[3]};
            hundreds = {hundreds[2:0],tens[3]};
            tens	 = {tens[2:0],units[3]};
            units	 = {units[2:0],binary_reg[i]};
            i <= i - 1;
            if (i == 0) begin
                done <= 1'b1;
                processing <= 1'b0;
                bcd <= {hundred_thousands,ten_thousands,thousands,hundreds, tens, units};
            end
        end
    end 
endmodule
```
`/design/flow/run.sh`:
```
#!/bin/bash
# OpenROAD 26Q1-2900-gdf79404cd8, Yosys 0.63+post, stock flow scripts
make -C /OpenROAD-flow-scripts/flow DESIGN_CONFIG=/design/flow/config.mk WORK_HOME=/design/flow/orfs finish
```
==> flow_summary.ini <==
; generated from flow reports
[timing]
rsz0062_at_grt = no
final_max_slew_viol_count = 0
fin_skew_ps = 7.377
max_freq_mhz = 420.6
finalHoldViolCount = 0
finalClockPeriodUsage = 0.5944
setup-tns-final_ps = 0
relSlewSlack = 0.5914
layout_min_cycle_time_ps = 2378
setup_viol = 0
worst_pin_slew_ps = 612.2

[grt]
grt_pass1_vias = 2008
grt_pass1_wl_microns = 9349
grt_max_degree = 34
antenna_found_initial = 0
grt_use_total = 0.1666
gr-total-overflow = 0

[die]
dieWidth_microns = 89.64
die_h_microns = 89.64
coreArea_sq_um = 7331
io_pins = 60
die_area_sq_um = 8034
core.rowCount = 31
initial_utilization = 0.5238

[synth]
area_leaders = edfxtp_1 68%, mux2i_1 5.7%, ha_1 4.2%
ys_seq_share = 0.6856
synth_cell_types = 27
ys.flops = 88
ys_chip_area_sq_um = 3840
top_area_cell = edfxtp_1
yosysWarnings = 1
synthCells = 271
yosys_cells = 271
syn-cell-area_sq_um = 3840
avgSynthCellArea_sq_um = 14.17
yosysTopAreaCellShare = 0.6804

[cells_and_area]
synthToLayoutAreaGrowth_pct = 23.69
comb_area_sq_um = 1109
layout_top_cell = edfxtp_1
drive_gt1_frac = 0.06087
stdcell_area_sq_um = 4750
seq_area_sq_um = 2633
fillers = 543
largest_reg_flops = 32
final_cell_mix = 87 x edfxtp_1, 59 x clkdlybuf4s50_1, 28 x nand2_1

[cts]
cts_setup_buffers = 0
clk_pin_slew_ps = 70
cts.hold.buffers_added = 0
clock_tree.root_cell = clkbuf_8
clock_latency_ps = 340
htree_num_levels = 3
cts.sinks = 88
cts_tree = done
cts-buffers-inserted = 9
cts_resized = 0
clockBufferDepth = 2

[critical_path]
path_max_fanout = 16
worstSetupPathType = flop to flop
cp.arrival_ps = 2410
crit_path_end_kind = flop
required_ps = 4030
critPathLaunchType = flop

[flow_run]
drv_cap = 0
warning_count = 32

[status]
outcome = completed

[route]
antenna_left = 0
totalWireLength_microns = 5652
vias_per_cell = 4.950
wl_per_cell_microns = 12.73
drtPass1Iterations = 6
vias = 2198
n_antenna_cell = 0
drt_iter0_drc = 68
drc_errors = 0

[power]
power_switching_share = 0.2102
p_leak_nw = 1.769
p_switching_mw = 0.4060
ir_worst_vdd_uv = 310.0
clkPwrFrac = 0.320
power_frac_comb = 0.109
seqPwrFrac = 0.571
p_per_area_nw_per_um2 = 406.8
p_int_mw = 1.526

[placed_design]
place_congestion = 0.8047
io_buffers = 59
placed_area_sq_um = 4549
hpwl_microns = 3871

[min_path]
hp-class = flop to flop
## routing by layer
layer  vias to the layer above  part of all wire  track usage
li1                       1111                 -            -
met1                      1005              0.44       0.2787
met2                        68              0.49       0.2548
met3                        14             0.049      0.03892
met4                         0             0.019      0.02886
met5                         -                 0            0
## critical path, stage by stage, from the launching register on
cell	delay [ps]
edfxtp_1	490
inv_1	100
ha_1	160
nand2b_1	70
nor2_1	150
nor4bb_1	300
and2_1	470
buf_4	330
## metrics by stage
step | total power [mW] | setup WS (ps) | utilization | cells | hold slack (ps)
2_1_floorplan | 1.262 | 1432 | - | 271 | 517.2
3_3_place_gp | 1.334 | 1408 | 0.6206 | 429 | 552.8
3_5_place_dp | 1.337 | 1408 | 0.6206 | 429 | 554.4
4_1_cts | 1.959 | 1583 | 0.6479 | 444 | 580.1
5_1_grt | 2.029 | 1348 | 0.6479 | 444 | 610.7
6_report | 1.932 | 1622 | 0.6479 | 444 | 576.2
## logic make-up (layout without fill, tap and decap cells)
group	count (synthesis)	in the layout	synth area share
flops	88	88	0.6856
simple gates	84	84	0.1137
xor+xnor	9	9	0.02053
mux	22	22	0.05735
buf+inv	20	94	0.02574
fa+ha+maj	13	13	0.04236
compound gates	35	35	0.05474
## area by class of cell
cell class,instances,area share
Clock buffer,10,0.02687
Multi-Input combinational cell,163,0.2334
Inverter,15,0.01185
Sequential cell,88,0.5543
Clock inverter,5,0.01528
Tap cell,99,0.02608
Timing Repair Buffer,64,0.1322
## power by group through the flow
stage	Clock [mW]	Sequential, mW	Combinational (mW)
after global routing	0.682	1.11	0.239
final	0.618	1.10	0.211
after CTS	0.642	1.10	0.214
## path summary, 6_finish.rpt
path	startpoint	to	slack, ps	depth (start not counted)
min reg2reg	hundred_thousands[3]$_SDFFCE_PP0P_	bcd[23]$_DFFE_PP_	580	2
max	i[0]$_SDFFCE_PP1P_	bcd[4]$_DFFE_PP_	1620	7
max reg2reg	i[0]$_SDFFCE_PP1P_	bcd[4]$_DFFE_PP_	1620	7
min	hundred_thousands[3]$_SDFFCE_PP0P_	bcd[23]$_DFFE_PP_	580	2
## synthesized netlist by cell type
master and number:
or2_2 1, or2b_1 1, nor4bb_1 1, a21boi_0 1
a22oi_2 2, nor4_2 1, nor2_1 11, nor3_1 1
and2_1 21, buf_12 1, a21oi_1 15, xor2_1 1
ha_1 13, nand2_1 28, dfxtp_1 1, edfxtp_1 87
o21ai_0 10, mux2i_1 22, a22oi_1 6, clkbuf_1 3
xnor2_1 8, nand2b_1 14, nand3_1 1, inv_1 15
buf_6 1, o21a_1 1, nor2b_1 4
No activity file was given, so power comes from the tool's default toggle rates.
